## ./run.sh

```bash
#!/bin/bash
# OpenROAD 26Q1-2900-gdf79404cd8, Yosys 0.63+post, stock flow scripts
make -C /OpenROAD-flow-scripts/flow DESIGN_CONFIG=/design/flow/config.mk WORK_HOME=/design/flow/orfs finish
```

## ./config.mk

```make
export PLATFORM = sky130hd
export DESIGN_NAME = mux832
export DESIGN_NICKNAME = mux832
export VERILOG_FILES = /design/flow/design.v
export SDC_FILE = /design/flow/constraint.sdc
export NUM_CORES = 4
export LEC_CHECK = 1
export CORE_AREA = 10 10 120 120
export DIE_AREA = 0 0 130 130
```

## ./constraint.sdc

```tcl
current_design mux832

set clk_period 7.7
set clk_io_pct 0.2

create_clock -name clk0 -period $clk_period

set non_clock_inputs [all_inputs -no_clocks]
set_input_delay [expr $clk_period * $clk_io_pct] -clock clk0 $non_clock_inputs
set_output_delay [expr $clk_period * $clk_io_pct] -clock clk0 [all_outputs]
```

## ./design.v

```verilog
`timescale 1ns / 1ps
module mux832(input [2:0] sel,
             input [31:0] n0,
             input [31:0] n1,
             input [31:0] n2,
             input [31:0] n3,
             input [31:0] n4,
             input [31:0] n5,
             input [31:0] n6,
             input [31:0] n7,
             output [31:0] res);
    assign res= ({ 32 {~(sel[2])} } & { 32 {~sel[1]} } & { 32 {~sel[0]} } & n0) |
        ({ 32 {~(sel[2])} } & { 32 {~sel[1]} } & { 32 {sel[0]} } & n1 ) |
        ({ 32 {~(sel[2])} } & { 32 {sel[1]} } & { 32 {~sel[0]} } & n2) |
        ({ 32 {~(sel[2])} } & { 32 {sel[1]} } & { 32 {sel[0]} } & n3 ) |
        ({ 32{sel[2]} } & { 32 {~sel[1]} } & { 32 {~sel[0]} } & n4 ) |
        ({ 32{sel[2]} } & { 32 {~sel[1]} } & { 32 {sel[0]} } & n5 ) |
        ({ 32{sel[2]} } & { 32 {sel[1]} } & { 32 {~sel[0]} } & n6 ) |
        ({ 32{sel[2]} } & { 32 {sel[1]} } & { 32 {sel[0]} } & n7 );
endmodule
```

==> impl_metrics.tcl <==
# implementation run metrics
set metrics [dict create \
    critPathRequiredTime_ns 6.16 \
    grt-ovfl-total 0 \
    critPathTopFamily "buffers and inverters" \
    ys_warn_count 0 \
    post_cts_buffers 0 \
    ys_cells 114 \
    gp_congestion 0.831 \
    portBuffers 291 \
    met1_usage_pct 15.1 \
    ant_nets 0 \
    rows 40 \
    drtIter0Drc 55 \
    setup_slack_ns 2.23 \
    ys_seq_share_pct 0 \
    maxSlewViolCount 0 \
    synthesis.area_sq_um 2070 \
    areaGrowthSynthToFinish_pct 144 \
    cp_common_cell "buf_4" \
    arrival_ns 3.93 \
    drv_cap 0 \
    grt_usage_pct 13.8 \
    grt_max_degree 35 \
    grt_pass1_wl_um 17400 \
    antenna_found_initial 0 \
    timing.setup.tns_ns 0 \
    avgSynthCellArea_sq_um 18.2 \
    topCellsByArea "mux4_1 51%, mux4_2 26%, mux2_2 17%, buf_6 3.8%, buf_1 1.4%" \
    regArea_sq_um 0 \
    die_width_um 130 \
    yosys.cell_count.top_type "mux4_1" \
    cp_slowest_cell "mux4_1" \
    wire_per_inst_um 22.5 \
    grt_pass1_vias 2876 \
    cts_resized 0 \
    yosysChipArea_sq_um 2070 \
    relSlewSlack_pct 55.0 \
    cp_max_fo 33 \
    antenna_cells 0 \
    initial_core_util_pct 17.4 \
    switching_share_pct 20.2 \
    grt_busiest_layer "met2" \
    largest_area_cell "mux4_1" \
    ff_count 0 \
    fin_crit_sh_pct 71.1 \
    dp_slack_ns 2.18 \
    max_freq_mhz 183 \
    finalInstanceArea_sq_um 5060 \
    grt_use_met2_pct 25.1 \
    top_cells_by_count "40 x mux4_1, 32 x mux2_2, 24 x mux4_2, 8 x buf_1, 7 x buf_6" \
    firstDrtPassIters 4 \
    vias 2479 \
    cp_cell_sequence "buf_4, buf_4, mux4_1, mux2_2, clkdlybuf4s50_1" \
    clockBufferCount 0 \
    top_cell_area_share_pct 50.7 \
    endpoint_kind "output pin" \
    drc 0 \
    gr-usage-met3_pct 6.50 \
    drt_wl_total_um 12100 \
    nFillCells 1129 \
    warnings 32 \
    drive_gt1_share_pct 15.9 \
    dpl_cell_area_sq_um 5060 \
    outcome "complete, no violations" \
    clkPwrFrac_pct 0 \
    slowest_delay_ns 0.60 \
    viasPerCell 4.62 \
    ys_types 7 \
    p_leak_uw 0.00185 \
    path_buffers 3 \
    hold_path.class "in2out" \
    power_frac_seq_pct 0 \
    chip_area_sq_um 16900 \
    worst_setup_path_start_kind "primary input" \
    combPwrFrac_pct 100.0 \
    vdd_drop_max_mv 0.0306 \
    fin_hold_ws_ns 4.19 \
    utilization_pct 42.5 \
    rsz0062_at_grt "false" \
    logic_area_sq_um 1950 \
    power_density_nw_per_um2 53.2 \
    worstMarginPinSlew_ns 0.675 \
    dpl.hpwl_um 10900 \
    setup_violations 0 \
    synthCells 114 \
    layout_min_cycle_time_ns 5.47 \
    holdBufCountCts 0 \
    internal_power_uw 215 \
    p_sw_uw 54.4 \
    core_region_area_sq_um 11900 \
    crit_type "in2out" \
    die_y_um 130 \
    ioPinCount 291 \
    hold_viol 0 \
]
-- per-layer routing --
layer  up-vias  wire (um)
met3         4       1520
met1      1188       4000
met2       146       6500
met4         0         74
met5         -          0
li1       1141          -
-- metrics by stage --
stage	power, uW	cells
final	269	537
after global routing	288	537
after CTS	274	537
after detailed placement	273	537
after global placement	272	537
after floorplan	90.3	114
-- layout by cell type, fill, tap and decap left out, drive strengths merged --
cell and count:
clkdlybuf4s50 288, buf 6, mux2 32, mux4 64
-- final timing paths --
path / from / endpoint / cells past startpoint
min: sel[2] / res[22] / 4
max: sel[0] / res[6] / 5
-- final cells by class --
type	instances	share of cell area (%)
repair buffers	294	57.8
multi-input cells	96	38.6
well taps	147	3.64
-- power groups by stage --
stage | clock (uW) | combinational [uW] | sequential (uW)
final | 0 | 269 | 0
after global routing | 0 | 288 | 0
after CTS | 0 | 274 | 0
-- cells by family after synthesis --
| family | count (synthesis) | share of synthesized area, % |
|---|---|---|
| buf+inv | 18 | 5.85 |
| mux | 96 | 94.1 |
Power is estimated from default activity; no workload was simulated.
