==> design.v <==
`timescale 1ns / 1ps
module THIRTY_TWO_BIT_EIGHT_TO_ONE_MUX(input [2:0] SEL, 
													input [31:0] ZERO, 
													input [31:0] ONE, 
													input [31:0] TWO, 
													input [31:0] THREE, 
													input [31:0] FOUR, 
													input [31:0] FIVE, 
													input [31:0] SIX, 
													input [31:0] SEVEN, 
													output [31:0] OUT);
    assign OUT = ({ 32 {~(SEL[2])} } & { 32 {~SEL[1]} } & { 32 {~SEL[0]} } & ZERO) |
        ({ 32 {~(SEL[2])} } & { 32 {~SEL[1]} } & { 32 {SEL[0]} } & ONE) |
        ({ 32 {~(SEL[2])} } & { 32 {SEL[1]} } & { 32 {~SEL[0]} } & TWO) |
        ({ 32 {~(SEL[2])} } & { 32 {SEL[1]} } & { 32 {SEL[0]} } & THREE) |
        ({ 32{SEL[2]} } & { 32 {~SEL[1]} } & { 32 {~SEL[0]} } & FOUR) |
        ({ 32{SEL[2]} } & { 32 {~SEL[1]} } & { 32 {SEL[0]} } & FIVE) |
        ({ 32{SEL[2]} } & { 32 {SEL[1]} } & { 32 {~SEL[0]} } & SIX) |
        ({ 32{SEL[2]} } & { 32 {SEL[1]} } & { 32 {SEL[0]} } & SEVEN);
endmodule
==> run.sh <==
#!/bin/bash
# OpenROAD 26Q1-2900-gdf79404cd8, Yosys 0.63+post, stock flow scripts
make -C /OpenROAD-flow-scripts/flow DESIGN_CONFIG=/design/flow/config.mk WORK_HOME=/design/flow/orfs finish
==> config.mk <==
export PLATFORM = sky130hd
export DESIGN_NAME = THIRTY_TWO_BIT_EIGHT_TO_ONE_MUX
export DESIGN_NICKNAME = THIRTY_TWO_BIT_EIGHT_TO_ONE_MUX
export VERILOG_FILES = /design/flow/design.v
export SDC_FILE = /design/flow/constraint.sdc
export NUM_CORES = 4
export LEC_CHECK = 1
export CORE_AREA = 10 10 120 120
export DIE_AREA = 0 0 130 130
==> constraint.sdc <==
current_design THIRTY_TWO_BIT_EIGHT_TO_ONE_MUX

set clk_period 4.6
set clk_io_pct 0.2

create_clock -name clk0 -period $clk_period

set non_clock_inputs [all_inputs -no_clocks]
set_input_delay [expr $clk_period * $clk_io_pct] -clock clk0 $non_clock_inputs
set_output_delay [expr $clk_period * $clk_io_pct] -clock clk0 [all_outputs]
==> reports/metrics.cfg <==
[status]
outcome = complete, no violations

[global_route]
antenna_found_initial = 0
grt_pass1_vias = 2831
grt_pass1_wl_um = 17300
grt_max_degree = 37
grtUsageTotal = 0.138
gr-total-overflow = 0

[finish]
flops = 0
postLayoutCellArea_um2 = 5090
n_fill_cell = 1113
synthToLayoutAreaGrowth_pct = 146
flop_area_um2 = 0
nClkBuffers = 0
drive_above_1_share = 0.161
logic_area_um2 = 1950

[routing]
routedWlPerCell_um = 22.8
num_vias = 2461
routed_via_density = 4.57
insertedDiodeCount = 0
dr.pass1.iters = 4
wl_um = 12200
drc = 0
drt_iter0_drc = 78
drtAntennaViolNets = 0

[setup_path]
critPathBufInv = 3
crit_fanout = 21
crit_chain = buf_4, buf_4, mux4_1, mux2_2, clkdlybuf4s50_1
cp_slowest_stage_delay_ns = 0.60
cp_slowest_cell = mux4_1
cp.required_ns = 3.68
path_depth = 5
path_class = input pin to output pin
cp_top_family = buffers and inverters
start_kind = input pin
cp-end-kind = output pin
cp.arrival_ns = 2.90
cp_common_cell = buf_4

[logic_synthesis]
ys_sh_mux = 0.941
syn_area_um2 = 2070
ys_cells = 114
ys_seq_share = 0
xor_area_frac = 0
topCombFamilyByArea = multiplexers
synth.cellmix.compoundShare = 0
avgSynthCellArea_um2 = 18.2
yosysWarnings = 0
yosysUniqueCellTypes = 7
adder_share = 0
syn_inst = 114
yosysChipArea_um2 = 2070
synth-simple-area-share = 0

[final_timing]
worst_slew_pin_slew_ns = 0.664
fmax_mhz = 261
setup_viol = 0
setup_tns_ns = 0
layout_worst_path_cycle_share = 0.831
fin_crit_ns = 3.82
rsz0062_at_grt = no
finalHoldViolCount = 0
slew_violations = 0
slew_headroom = 0.557

[floorplan]
fp.dieW_um = 130
core_area_um2 = 11900
fp-utilization = 0.174
chipArea_um2 = 16900
io_pins = 291
num_rows = 40
die_h_um = 130

[power]
p_leak_nw = 1.87
power_density_nw_per_um2 = 89.4
ir_worst_vdd_v = 0.0000518

[place]
post-dp-hpwl_um = 11200
port_buffers = 291
globalplace.congestion = 0.840
placed_cell_area_um2 = 5090

[clock_tree]
cts_setup_buffers = 0
cts-hold-fix-buffers = 0
cts_resized = 0

[min_path]
hp-class = input pin to output pin
min_path_cells = 3

[run]
warnings = 32
maxCapViolations = 0

## Yosys cell counts
| cell type | n | area share |
|---|---|---|
| buf_2 | 1 | 0.0024 |
| buf_1 | 8 | 0.014 |
| mux2_2 | 32 | 0.17 |
| mux4_1 | 40 | 0.51 |
| clkbuf_1 | 2 | 0.0036 |
| buf_6 | 7 | 0.038 |
| mux4_2 | 24 | 0.26 |
## cell type report
cell class	instances	area share
Tap cell	147	0.0361
Timing Repair Buffer	295	0.580
Multi-Input combinational cell	96	0.383
## layer usage
layer,track usage,vias to the layer above,share of wire
li1,-,1143,-
met2,0.254,148,0.55
met3,0.0642,2,0.12
met4,0.00265,0,0.0028
met5,0,-,0
met1,0.149,1168,0.33
## final timing paths
path  startpoint       to  slack [ns]
max       SEL[0]  OUT[18]        0.78
min       SEL[2]  OUT[24]        2.84
## per-stage QoR
step | setup WS, ns | power (mW) | instances | hold WS, ns | util
after floorplan | 1.69 | 0.151 | 114 | 2.13 | -
final | 0.776 | 0.455 | 538 | 2.84 | 0.427
after detailed placement | 0.754 | 0.460 | 538 | 2.87 | 0.427
after global routing | 0.685 | 0.487 | 538 | 2.88 | 0.427
after global placement | 0.775 | 0.459 | 538 | 2.86 | 0.427
after CTS | 0.748 | 0.463 | 538 | 2.88 | 0.427
## where the power goes
part,total [mW],internal [mW],switching [mW]
Combinational,0.455,0.362,0.0927
Clock,0,0,0
Sequential,0,0,0
## cell usage in the layout, fill, tap and decap left out
cell type / count
clkdlybuf4s50_1: 288
buf_2: 2
mux4_1: 40
mux2_2: 32
buf_12: 2
buf_4: 3
mux4_2: 24
## kinds of logic (layout without fill, tap and decap cells)
kind of cell | Yosys count | in the layout
muxes | 96 | 96
buffers and inverters | 18 | 295
Power figures rest on the tool's default switching activity, not on a simulated workload.
