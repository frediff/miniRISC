===== design/flow/run.sh =====
#!/bin/bash
# OpenROAD 26Q1-2900-gdf79404cd8, Yosys 0.63+post, stock flow scripts
make -C /OpenROAD-flow-scripts/flow DESIGN_CONFIG=/design/flow/config.mk WORK_HOME=/design/flow/orfs finish

===== design/flow/config.mk =====
export PLATFORM = sky130hd
export DESIGN_NAME = THIRTY_TWO_BIT_REGISTER
export DESIGN_NICKNAME = THIRTY_TWO_BIT_REGISTER
export VERILOG_FILES = /design/flow/design.v
export SDC_FILE = /design/flow/constraint.sdc
export NUM_CORES = 4
export LEC_CHECK = 1
export CORE_AREA = 10 10 85 85
export DIE_AREA = 0 0 95 95

===== design/flow/constraint.sdc =====
current_design THIRTY_TWO_BIT_REGISTER

set clk_period 1.0
set clk_io_pct 0.2

create_clock -name clk0 -period $clk_period [get_ports {CLK}]

set non_clock_inputs [all_inputs -no_clocks]
set_input_delay [expr $clk_period * $clk_io_pct] -clock clk0 $non_clock_inputs
set_output_delay [expr $clk_period * $clk_io_pct] -clock clk0 [all_outputs]

===== design/flow/design.v =====
`timescale 1ns / 1ps
module THIRTY_TWO_BIT_REGISTER(input [31:0] IN, input CLK, input RST, output reg [31:0] OUT);
	always @(posedge CLK or posedge RST)  
		begin
			if(RST)
				OUT <= 0;
			else
				OUT <= IN;
		end
endmodule

==> Changelog: implementation <==
## Flow update

- Worst Path Arrival: 0.76 ns
- Detailed placement HPWL: 2.23 mm
- Synth top cell by count: dfrtp_1
- WP buf/inv: 1
- Req. time, crit path: 0.80 ns
- Tightest slew margin relative to the limit: 0.882
- Syn Inst Count: 33
- Status: complete, no violations
- Commonest flop: dfrtp_1
- Dominant cell area share: 0.995
- Drt wl/cell: 14.3 um
- Total CTS buffers: 5
- Ys cells: 33
- Fin crit period: 0.956 ns
- Power Density: 1820 nW/um2
- CP endpoint kind: output port
- Pins over their slew limit: 0
- Syn. warnings: 1
- Total gr overflow: 0
- Max VDD drop: 905 uV
- Combinational Gates: 0
- Mean post-synth cell area: 24.4 um2
- Core Util at FP: 0.147
- GPL Wtd Cong: 0.775
- Hold Crit Class: input port to async pin
- Maxcap violations: 0
- CP max-delay cell: dfrtp_1
- WS Path Type: register to output port
- Final WL: 2.58 mm
- Log Warnings: 26
- Fin area: 1530 um2
- RSZ-0062 raised after global routing: yes
- Initial DRC count: 2
- Routed vias/inst: 3.05
- Finished Core Util: 0.280
- Count of final setup violators: 0
- Layout cells sized above 1: 0.380
- H-Tree Level Count: 2
- Placed Area: 1590 um2
- Largest net degree at the start of global routing: 20
- Chip Area: 9030 um2
- Mapped Area: 805 um2
- Clk sinks: 32
- Vias: 549
- Root Buffer: clkbuf_8
- Post-synth top cells: dfrtp_1, inv_1
- Number of flip-flops in the largest register: 32
- Crit start category: register
- Final worst-path cycle share: 0.956
- Slew @ Worst Pin: 0.177 ns
- Achievable Freq: 1050 MHz
- Post-synth EDFFs: 0
- Die Y: 95 um
- Fin. Hold Viols: 0
- PnR Total Power: 0.00278 W
- CTS tree: built
- Logic area: 0 um2
- CTS hold repair buffers: 0
- Post-synth area hogs: dfrtp_1, inv_1
- # DRC: 0
- Number of distinct library cells after synthesis: 2
- Post-synthesis async set-or-reset flop share: 1.00
- PortBufs: 65
- Largest regs: OUT (32)
- Routed Antenna Nets: 0
- Row cnt: 27
- Leakage Power: 0.707 nW
- Vias in the first global route: 634
- Sequential element share of the synthesized area: 0.995
- Total GRT Usage: 0.0579
- Core Region: 5470 um2
- Synth-to-layout area growth: 90.5%
- First-pass GRT wire length: 3.75 mm
- I/O pin total: 66
- Worst-path clk slew: 0.07 ns
- Die W: 95 um
- CP peak stage delay: 0.37 ns
- FILL cells: 570
- Crit-path cells: buf_2
- Cell family with most CP delay: flip-flops
- Yosys top cell by area: dfrtp_1
- Clock buffer depth: 2
- Pre-antenna DRT Iters: 2
- Initial antenna violation count: 0
- Top reg by flops: OUT
- Critical path fanouts, max: 1
- Yosys chip area: 805 um2
- N_diodes: 0
- Post-synth regs: 32
-- layer usage --
layer,track usage,vias up,part of all wire
met4,0.00748,0,0.0085
met2,0.0938,41,0.49
met5,0,-,0
li1,-,245,-
met1,0.0586,260,0.33
met3,0.0473,3,0.17
-- repair_timing --
item,CTS,global route
endpoints found under the setup margin,32,5
gates resized,104,0
buffers inserted,0,0
-- area by class of cell --
cell class	count	area (um2)	area share
Inverter	1	3.75	0.00245
Tap cell	72	90.1	0.0588
Timing Repair Buffer	67	531	0.346
Clock inverter	2	35.0	0.0229
Sequential cell	32	801	0.522
Clock buffer	6	72.6	0.0473
-- through the flow --
step | instances | worst slack [ns] | setup TNS (ns) | hold WS, ns
final | 180 | 0.0437 | 0 | 0.304
after floorplan | 33 | 0.109 | 0 | 0.231
after global placement | 172 | 0.000857 | 0 | 0.585
after global routing | 180 | -0.00813 | -0.0133 | 0.328
after CTS | 180 | 0.0224 | 0 | 0.295
after detailed placement | 172 | -0.00461 | -0.00545 | 0.601
-- path summary, 6_finish.rpt --
kind                                   start                 to  slack [ns]  cells past startpoint
setup / recovery           OUT[27]$_DFF_PP0_            OUT[27]        0.04                      1
hold / removal                           RST  OUT[12]$_DFF_PP0_        0.30                      3
max in group asynchronous                RST  OUT[19]$_DFF_PP0_        0.55                      3
min in group clk0                      IN[0]   OUT[0]$_DFF_PP0_        0.36                      1
-- tightest hold or removal path: stages --
cell and delay [ns]:
clkdlybuf4s50_1 0.39, inv_1 0.15, buf_12 0.16
-- cell usage in the layout, fill, tap and decap left out --
cell and n:
clkbuf_8 5, inv_1 1, dfrtp_1 32, buf_12 2, clkinv_2 1, clkbuf_1 1
clkdlybuf4s50_1 33, bufinv_16 1, buf_2 32
-- power breakdown --
group	leakage, nW	internal, W	switching (W)
Clock	0.0552	0.000738	0.000444
Sequential	0.373	0.00136	0.0000135
Combinational	0.279	0.000168	0.0000610
-- cell families after synthesis --
kind of cell / count (synthesis) / share of synthesized area
DFF: 32 / 0.995
buffers and inverters: 1 / 0.00466
Power is estimated from default activity; no workload was simulated.
